`run.sh`:
```
#!/bin/bash
# OpenROAD 26Q1-2900-gdf79404cd8, Yosys 0.63+post, stock flow scripts
make -C /OpenROAD-flow-scripts/flow DESIGN_CONFIG=/design/flow/config.mk WORK_HOME=/design/flow/orfs finish
```
`config.mk`:
```
export PLATFORM = sky130hd
export DESIGN_NAME = div
export DESIGN_NICKNAME = div
export VERILOG_FILES = /design/flow/design.v
export SDC_FILE = /design/flow/constraint.sdc
export NUM_CORES = 4
export LEC_CHECK = 1
export CORE_AREA = 10 10 105 105
export DIE_AREA = 0 0 115 115
```
`design.v`:
```
module div(
input clk,
 output reg clk1,clk2
 );
 reg[15:0]n1;
 reg[23:0]n2;
 always @(posedge clk) begin
 if(n1==24000)
 begin
 clk1<=~clk1;
 n1<=0;
 end
 else 
 begin 
  n1<=n1+1;
  clk1<=clk1;
 end
 end
always @(posedge clk) begin
 if(n2==2000000)
 begin
 clk2<=~clk2;
 n2<=0;
 end
 else
 begin
  n2<=n2+1;
  clk2<=clk2;
 end
 end
 endmodule
```
`constraint.sdc`:
```
current_design div

set clk_period 3.9
set clk_io_pct 0.2

create_clock -name clk0 -period $clk_period [get_ports {clk}]

set non_clock_inputs [all_inputs -no_clocks]
set_input_delay [expr $clk_period * $clk_io_pct] -clock clk0 $non_clock_inputs
set_output_delay [expr $clk_period * $clk_io_pct] -clock clk0 [all_outputs]
```
==> run notes <==
yosys + openroad results -> status finished clean, setup TNS 0 ns, Slowest Stage Delay on Critical Path 0.65 ns, Pre-Repair DR Iteration Count 4, die y size 115 um, vias in the first global route 1105, Die W between 100 and 150 um, I/O Pins 3, GRT overflow 0, Routed Wire Length 2.748 mm, Required @ worst endpoint 4.12 ns, HP Class flip-flop to flip-flop, average size of a mapped cell 9.249 um2, min cycle time layout 2.027 ns, yosys synthesis chip area 1794 um2, OpenROAD warning count 27, max-slew violations 0, post-route antenna net violation count 0, Slew headroom roughly 53%, Leak 0.7516 nW, RSZ-0062 raised after global routing false, Core Area about 9000 um2, Synth Area in Adders 2.789%, Post-Syn Instances just under 200, GPL Wtd Cong 0.8450, number of buffers created by CTS 5, aoi share 3.347%, Worst-path clk slew 0.07 ns, Post-CTS Resized 0, Critical Setup Path Class flip-flop to flip-flop, Crit Path Max Fanout 8, diodes inserted 0, endpoints failing setup 0, mux frac, synth 0.5579%, number of cells in Yosys stat 194, Synth-to-Final Area Change 12.55%, Max Cap Viol 0, Wirelength per Cell 8.951 um, top cells by area dfxtp_1 45%, xor2_1 7.8%, xnor2_1 6.8%, nor2_1 5.0%, nand3_1 4.2%, worst path cell trace ha_1, nand4_2, or4_1, or3_1, a21oi_1, H-tree Lvls 2, Total Routing Usage GR 4.372%, Post-DP HPWL roughly 1.9 mm, Post-synth seq share 47.98%, Post-Syn Area 1794 um2, CTS tree done, Dominant comb cell simple AND/OR/NAND/NOR gates, Pwr Total 703.4 uW, die area 13230 um2, Avg Vias per Cell slightly above 4, Final Core Density around 23%, XOR/XNOR Area Share 14.64%, CP Capture Type flip-flop, CTS root buf clkbuf_8, # Post-CTS Setup Buffers 0, Post-synth regs 42, Insertion Delay late pin about 0.29 ns, clock skew a little over 0.006 ns, Post-Place Cell Area 1933 um2, Final Hold Viols 0, floorplan core density 20.47%, layout cell share with drive strength beyond 1 5.025%, fin crit share 51.96%, post-synth top area cell dfxtp_1, design area 2019 um2, Critical Path Start Type flip-flop, Synth cell types 31, num rows 34, Pwr Density about 350 nW/um2, final routed DRC violation total 0, total of fill cells in the finished design 940, highest clock rate 493.5 MHz, clk sinks 42, largest net degree at the start of global routing 14, initial antenna violation count 0, port buffer count 2, CP arrival 2.25 ns, DRT iter0 DRCs 67, hold buffer count at cts 0, CP max stage cell or4_1, Largest type area fraction ~45%, Yosys Warn Count 1, Simple-Gate Area Share 26.85%, CTS Buffer Depth 2, worst slew pin tran 0.7006 ns, Peak VDD IR 0.0001290 V, first-pass GRT wire length 4.961 mm, via count 1242
==> critical path, delay by kind of cell, from the launching register on <==
family / cells / cell delay (ns)
compound gates: 1 / 0.14
flops: 1 / 0.39
fa+ha+maj: 1 / 0.23
simple gates: 3 / 1.19
==> sequential cells by signal, indices dropped and copies added, names as in the netlist <==
name,count
n2,24
clk1,1
clk2,1
n1,16
==> cell usage in the layout (no fill, tap or decap), types with 4 or more instances in the layout <==
cell / synthesis / final
and4_1: 4 / 4
inv_1: 12 / 12
nand2_1: 10 / 10
nand3_1: 15 / 15
nand4_1: 9 / 9
dfxtp_1: 40 / 40
or3_1: 4 / 4
a21oi_1: 4 / 4
clkbuf_8: 0 / 5
nor2_1: 24 / 24
nor3_1: 5 / 5
xor2_1: 16 / 16
ha_1: 4 / 4
xnor2_1: 14 / 14
==> cell type report <==
class,instances,area (um2),share of cell area [%]
multi-input combinational,134,864.6,42.81
sequential,42,860.8,42.63
tap,108,135.1,6.691
clock buffer,6,72.57,3.594
inverter,12,45.04,2.230
timing repair buffer,3,27.53,1.363
clock inverter,2,13.76,0.6815
==> metrics by stage <==
step                      std cells  setup slack (ns)  hold slack, ns
after floorplan                 194             2.043          0.4318
after global placement          299             1.939          0.4504
after detailed placement        299             1.892          0.4524
after CTS                       307             1.862          0.4666
after global routing            307             1.692          0.4751
final                           307             1.873          0.4616
==> where the power goes <==
part	switching, mW	internal, mW	total, mW
Sequential	0	0.431	0.431
Clock	0.146	0.126	0.272
Combinational	0	0	0.000000361
Total	0.146	0.557	0.703
==> layer usage <==
metal	global-route usage (%)	wire [um]
met1	6.700	1522
met2	5.818	1103
met3	1.793	106
met4	0.4125	16
met5	0	0
==> worst paths after layout <==
kind                            cells after the start  slack [ns]  startpoint  endpoint
worst max-delay path                                5        1.87       n2[0]    n2[18]
worst min-delay path                                1        0.46      n2[23]    n2[23]
worst max register to register                      5        1.87       n2[0]    n2[18]
worst min register to register                      1        0.46      n2[23]    n2[23]
==> synthesized netlist by cell type (all sizes together) <==
master   instances
dfxtp           40
o221ai           1
nor4             3
xor2            16
ha               4
or4              1
edfxtp           2
and3             3
nor3             5
nor2            24
or3              4
nor2b            2
mux2i            1
and2             2
and4             5
nor4b            3
nand3           15
clkbuf           5
o21ai            3
buf              1
nand2           10
nand4           10
o22a             1
a21oi            4
inv             12
o21a             1
xnor2           14
nand3b           1
nand4bb          1
==> cells by family (layout without fill, tap and decap cells) <==
| kind of cell | count (synthesis) | after routing |
|---|---|---|
| compound gates | 10 | 10 |
| xor+xnor | 30 | 30 |
| fa+ha+maj | 4 | 4 |
| buf+inv | 18 | 23 |
| flops | 42 | 42 |
| mux | 1 | 1 |
| simple gates | 89 | 89 |
Power and IR drop assume default switching activity.
