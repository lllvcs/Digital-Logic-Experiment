==> /design/flow/design.v <==
module lab4(
input [3:0]data,
output reg a,b,c,d,e,f,g
);
	always@(data) begin
    case({data})
	 4'b0000: {a,b,c,d,e,f,g} <= {7'b0000001};
	 4'b0001: {a,b,c,d,e,f,g} <= {7'b1001111};
	 4'b0010: {a,b,c,d,e,f,g} <= {7'b0010010};
	 4'b0011: {a,b,c,d,e,f,g} <= {7'b0000110};
	 4'b0100: {a,b,c,d,e,f,g} <= {7'b1001100};
	 4'b0101: {a,b,c,d,e,f,g} <= {7'b0100100};
	 4'b0110: {a,b,c,d,e,f,g} <= {7'b0100000};
	 4'b0111: {a,b,c,d,e,f,g} <= {7'b0001111};
	 4'b1000: {a,b,c,d,e,f,g} <= {7'b0000000};
	 4'b1001: {a,b,c,d,e,f,g} <= {7'b0000100};
	 4'b1010: {a,b,c,d,e,f,g} <= {7'b0001000};
	 4'b1011: {a,b,c,d,e,f,g} <= {7'b1100000};
	 4'b1100: {a,b,c,d,e,f,g} <= {7'b0110001};
	 4'b1101: {a,b,c,d,e,f,g} <= {7'b1000010};
	 4'b1110: {a,b,c,d,e,f,g} <= {7'b0110000};
	 4'b1111: {a,b,c,d,e,f,g} <= {7'b0111000};
	 endcase
	end
endmodule
==> /design/flow/run.sh <==
#!/bin/bash
# OpenROAD 26Q1-2900-gdf79404cd8, Yosys 0.63+post, stock flow scripts
make -C /OpenROAD-flow-scripts/flow DESIGN_CONFIG=/design/flow/config.mk WORK_HOME=/design/flow/orfs finish
==> /design/flow/config.mk <==
export PLATFORM = sky130hd
export DESIGN_NAME = lab4
export DESIGN_NICKNAME = lab4
export VERILOG_FILES = /design/flow/design.v
export SDC_FILE = /design/flow/constraint.sdc
export NUM_CORES = 4
export LEC_CHECK = 1
export CORE_AREA = 10 10 70 70
export DIE_AREA = 0 0 80 80
==> /design/flow/constraint.sdc <==
current_design lab4

set clk_period 1.4
set clk_io_pct 0.2

create_clock -name clk0 -period $clk_period

set non_clock_inputs [all_inputs -no_clocks]
set_input_delay [expr $clk_period * $clk_io_pct] -clock clk0 $non_clock_inputs
set_output_delay [expr $clk_period * $clk_io_pct] -clock clk0 [all_outputs]
==> run notes <==
fresh numbers from the pnr run: Seq cells 0, max-cap violation count 0, Comb power frac 1.000, clock share of power 0, slack of the critical path -0.131 ns, Power Density 255 nW/um^2, Fillers 377, Synth Instances 33, Ant. Diodes 0, vias in the first global route 307, Max stage delay cell, worst path mux4_2, combinational gate area 310 sq um, violated checks negative setup slack, largest net degree at the start of global routing 11, Total GRT Usage 0.0254, initial antenna violation count 0, Synth cell types 13, # IOs 11, Starting DRT DRC Count 11, vias per cell 3.24, Power, Total 0.153 mW, endpoints failing hold 0, Tcrit/Tclk final 1.09, Worst setup SP type input port, most numerous logic cells after layout 7 x buf_6, 6 x mux2i_1, 6 x buf_2, 4 x ha_4, 4 x buf_4, Log Warnings 40, Residual DRC 0, Rows 21, RD Place Congestion 0.769, layout cell share with drive strength beyond 1 0.630, chip height 80 um, Max Clk Rate 0.653 GHz, Hold Crit Class input port to primary output, dpl ws -0.902 ns, CP bufs+invs 3, Psw 0.0617 mW, first-pass GRT wire length 1430 um, cts hold-fix bufs 0, crit-path cells buf_8 > buf_6 > ha_4 > mux4_2 > buf_2, synthesis area per yosys 269 sq um, Leakage 0.262 nW, syn avg cell area 8.15 sq um, most used logic cell in the final layout buf_6, max_slew headroom 0.890, core area 3420 sq um, switch share 0.404, routed wire length 833 um, register area 0 sq um, critical path class input port to primary output, Seq pwr share 0, Crit. End Element primary output, Detailed Routing Iterations Pass 1 2, Seq/Total Area, Yosys 0, Worst Path Max Fanout 4, input/output buffers 11, clock period minus worst slack 1.53 ns, status finished, violations left, clkbuf count 0, Syn. warnings 1, Slew Limit Fails 0, critical path's largest stage delay 0.46 ns, Worst-Margin Slew 0.161 ns, via count 324, Layout area overhead 123%, CP Data Required Time 1.12 ns, RSZ-0062 raised after global routing yes, FP Util 0.0788, drt wl/cell 8.33 um, maximum vdd drop 0.0407 mV, Die Size 6400 sq um, Die Wd 80 um, arrival time worst endpoint 1.25 ns, Internal 0.0911 mW, Setup Viol. Count Final 2, mapped cell area 269 sq um, # Cells Yosys 33, Antenna Nets Post-Route 0, delay-heaviest family, CP multiplexers, gr ovfl total 0
==> cell type report <==
cell class | count | share of cell area
well taps | 46 | 0.0960
multi-input cells | 28 | 0.518
repair buffers | 23 | 0.355
inverters | 3 | 0.0313
==> worst paths after layout <==
check / start / end / slack (ns) / cells past startpoint
setup / recovery: data[0] / d / -0.13 / 5
hold / removal: data[1] / b / 1.00 / 4
==> metrics by stage <==
| stage | util | TNS [ns] | std cells | instance area (sq um) | hold WS (ns) |
|---|---|---|---|---|---|
| 6_report | 0.175 | -0.157 | 100 | 599 | 1.00 |
| 5_1_grt | 0.175 | -0.315 | 100 | 599 | 1.03 |
| 4_1_cts | 0.172 | -0.147 | 100 | 587 | 1.02 |
| 3_5_place_dp | 0.141 | -5.34 | 96 | 482 | 1.67 |
| 3_3_place_gp | 0.141 | -5.30 | 96 | 482 | 1.67 |
| 2_1_floorplan | - | 0 | 33 | 269 | 0.660 |
==> cell usage after synthesis (all sizes together) <==
cell type | n | share of area
buf | 1 | 0.042
ha | 7 | 0.33
nand2 | 1 | 0.014
clkbuf | 1 | 0.014
o21ai | 2 | 0.037
mux2i | 6 | 0.22
mux4 | 1 | 0.084
nand2b | 2 | 0.047
a32o | 1 | 0.037
inv | 3 | 0.042
a21oi | 2 | 0.037
o211ai | 1 | 0.028
nor2 | 5 | 0.070
==> power groups by stage <==
stage / Sequential (mW) / Combinational [mW] / Clock, mW
6_report: 0 / 0.153 / 0
4_1_cts: 0 / 0.145 / 0
5_1_grt: 0 / 0.168 / 0
==> cell families (layout without fill, tap and decap cells) <==
kind of cell,after synthesis,in the layout,synth area share
AOI/OAI and AO/OA,6,6,0.140
muxes,7,7,0.307
and+or+nand+nor,8,8,0.130
adders and majority gates,7,7,0.326
buffers and inverters,5,26,0.0977
==> what timing repair did <==
item	4_1_cts	5_1_grt
setup buffers	4	1
resized	58	5
pin swaps	8	5
setup endpoints to repair	7	6
==> routing by layer <==
| layer | wire (um) | track usage | up-vias | share of wire |
|---|---|---|---|---|
| met5 | 0 | 0 | - | 0 |
| met4 | 0 | 0 | 0 | 0 |
| met3 | 66 | 0.00568 | 0 | 0.079 |
| met2 | 340 | 0.0409 | 8 | 0.41 |
| met1 | 426 | 0.0357 | 155 | 0.51 |
| li1 | - | - | 161 | - |
Power and IR drop assume default switching activity.
