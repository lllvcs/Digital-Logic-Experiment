File: /design/flow/run.sh
#!/bin/bash
# OpenROAD 26Q1-2900-gdf79404cd8, Yosys 0.63+post, stock flow scripts
make -C /OpenROAD-flow-scripts/flow DESIGN_CONFIG=/design/flow/config.mk WORK_HOME=/design/flow/orfs finish
File: /design/flow/constraint.sdc
current_design clk_div

set clk_period 3.2
set clk_io_pct 0.2

create_clock -name clk0 -period $clk_period [get_ports {clk}]

set non_clock_inputs [all_inputs -no_clocks]
set_input_delay [expr $clk_period * $clk_io_pct] -clock clk0 $non_clock_inputs
set_output_delay [expr $clk_period * $clk_io_pct] -clock clk0 [all_outputs]
File: /design/flow/config.mk
export PLATFORM = sky130hd
export DESIGN_NAME = clk_div
export DESIGN_NICKNAME = clk_div
export VERILOG_FILES = /design/flow/design.v
export SDC_FILE = /design/flow/constraint.sdc
export NUM_CORES = 4
export LEC_CHECK = 1
export CORE_AREA = 10 10 97 97
export DIE_AREA = 0 0 107 107
File: /design/flow/design.v
module clk_div(
 input clk,
 output reg[20:0] count=0,
 output reg clk1=0
 );
 always @(posedge clk) begin
 count=count+1;
 if(count==11'd10000000000000000000)begin
 clk1=~clk1;
 count=0;
 end
 end
 endmodule
==> impl_metrics.toml <==
# physical design summary
[routing]
antennaDiodeCount = 0
first_pass_iters = 4
avgRoutedWirePerCell_microns = 11.92
vias = 986
first_iter_violations = 41
ant_nets = 0
drc = 0
wl_microns = 2981
vias_per_cell = 3.944

[critical_path]
critical_path.startpoint = "count[0]"
cp-start-kind = "flip-flop"
arrival_ns = 2.60
end_kind = "flip-flop"
rr_startpoint = "count[0]"
crit_fanout = 8
crit_required_ns = 3.20
path_class = "flip-flop to flip-flop"

[clock_tree]
cts_resized = 0
htree_levels = 1
post_cts_buffers = 0
ctsHoldBuffers = 0
clk_latency_ns = 0.27
cts_tree = "yes"
clock_sinks = 22
clk_pin_slew_ns = 0.09
numCtsBuffers = 3
root_buffer = "clkbuf_8"
clk_path_buf_depth = 2

[synthesis]
synth_cell_types = 46
avgSynthCellArea_sq_um = 9.893
ys_warn_count = 2
netlist_area_sq_um = 1276
ys_cells = 129
netlist_instances = 129
yosys_area_sq_um = 1276
synth_seq_share_pct = 35.29
ys_ff = 22

[die]
io_pins = 23
core_sq_um = 7292
chip_area_sq_um = 11450
die_w_microns = 107
fp_util_pct = 17.50
rows = 31
die_h_microns = 107

[timing]
clock_skew_ns = 0.008822
grt_setup_unrepaired = "false"
slew_headroom_pct = 67.92
fin_crit_ns = 2.601
setup_violations = 0
worst_pin_slew_ns = 0.4783
whs_ns = 0.5202
fmax_mhz = 384.4
period_used_pct = 81.29
tns_ns = 0
hold_viol = 0
slew_viol_final = 0

[run]
maxCapViolations = 0
warnings = 26

[cells_and_area]
drive_gt1_share_pct = 13.25
finalCoreUtilization_pct = 22.74
syn_to_final_growth_pct = 29.90

[placed_design]
place_hpwl_microns = 2344
gp_congestion = 0.8421
port_buffers = 22

[global_route]
gr-total-overflow = 0
grt_antenna_before_repair = 0
grt_pass1_wl_microns = 4995
grt_start_max_net_pins = 14
track_usage_pct = 5.201
grt_pass1_vias = 1013

[power_and_ir_drop]
cellPowerDensity_nw_per_um2 = 324.7
power_leakage_nw = 0.5565
ir_drop_uv = 137.5

[min_path]
min_from = "count[20]"
holdCritPathClass = "flip-flop to flip-flop"

[outcome]
status = "finished clean"
## critical path, cell delays in order, from the launching register on
cell,delay [ns]
dfxtp_1,0.47
ha_1,0.36
nand4_2,0.23
nor4_4,0.45
xnor2_1,0.22
o2111ai_2,0.19
nor3_1,0.20
and4_1,0.22
## metal layers
metal	part of all wire [%]	GRT usage, %	vias to the layer above
met5	0	0	-
met4	1.6	1.161	0
met3	5.5	1.152	2
met2	46	8.648	21
met1	47	6.746	451
li1	-	-	512
## stage by stage
step	std cells	cell area, sq um	total power, mW	worst slack [ns]
global placement	246	1587	0.2817	0.7299
global route	250	1658	0.5558	0.4271
floorplan	129	1276	0.2817	0.9212
detailed placement	246	1587	0.2817	0.6036
CTS	250	1658	0.5467	0.5996
finish	250	1658	0.5384	0.5988
## state kept, by name, indices dropped and copies added, names as in the netlist
signal / count
count: 21
clk1: 1
## cells by family (layout without fill, tap and decap cells)
family,after synthesis,in the layout,share of synthesized area [%]
buffers and inverters,8,30,3.823
adder cells (fa/ha/maj),2,2,1.960
multiplexers,1,1,0.8823
AND/OR/NAND/NOR,60,60,33.33
XOR/XNOR,19,19,13.63
flip-flops,22,22,35.29
AND-OR/OR-AND,17,17,11.08
## Yosys cell counts (all sizes together)
library cell	count	area, sq um
nand2	10	37.54
edfxtp	1	30.03
nand2b	2	12.51
o2111ai	1	15.01
and2	3	18.77
or3	1	11.26
o32ai	1	8.760
a2111o	1	11.26
xnor2	13	121.4
xor2	6	52.55
nand4bb	1	11.26
nand4	7	95.09
a2bb2oi	1	8.760
mux2	1	11.26
nor2	12	52.55
a21boi	1	7.510
o21ai	2	13.76
and3	2	12.51
nor4	3	40.04
o21bai	1	7.510
ha	2	25.02
o41ai	1	8.760
nand3	7	47.55
a41oi	1	8.760
a21oi	4	20.02
dfxtp	21	420.4
o2111a	1	11.26
a211oi	2	20.02
and4	2	18.77
or2	1	6.260
or4b	1	10.01
buf	4	33.78
nor3	8	51.30
inv	4	15.01
## area by class of cell
cell class	count	area [sq um]
sequential	22	450.4
multi-input combinational	99	777.0
tap	99	123.9
fill	821	5634
clock inverter	1	30.03
timing repair buffer	22	220.2
clock buffer	3	41.29
inverter	4	15.01
## final timing paths
check,slack (ns),end,cells after the start
min,0.52,count[20],1
max reg2reg,0.60,clk1,7
max,0.60,clk1,7
min reg2reg,0.52,count[20],1
## layout by cell type (no fill, tap or decap), types with 2 or more instances in the layout
| master | count |
|---|---|
| nand4_4 | 3 |
| nand2b_1 | 2 |
| xnor2_1 | 12 |
| nor3_1 | 7 |
| nand4_1 | 3 |
| xor2_1 | 6 |
| clkbuf_8 | 3 |
| dfxtp_1 | 21 |
| nand3_1 | 6 |
| a21oi_1 | 4 |
| nor2_1 | 11 |
| and2_1 | 3 |
| ha_1 | 2 |
| inv_1 | 4 |
| nand2_1 | 10 |
| and3_1 | 2 |
| clkdlybuf4s50_1 | 22 |
## where the power goes
part           internal, mW  switching [mW]
logic                     0               0
clock network         0.167          0.0960
registers             0.275               0
Power figures rest on the tool's default switching activity, not on a simulated workload.
